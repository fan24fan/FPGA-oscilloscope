[config.mk]
export PLATFORM = sky130hd
export DESIGN_NAME = i2c_dri_m
export DESIGN_NICKNAME = i2c_dri_m
export VERILOG_FILES = /design/flow/design.v
export SDC_FILE = /design/flow/constraint.sdc
export NUM_CORES = 4
export LEC_CHECK = 1
export CORE_UTILIZATION = 50
[constraint.sdc]
current_design i2c_dri_m

set clk_period 2.6
set clk_io_pct 0.2

create_clock -name clk0 -period $clk_period [get_ports {clk}]

set non_clock_inputs [all_inputs -no_clocks]
set_input_delay [expr $clk_period * $clk_io_pct] -clock clk0 $non_clock_inputs
set_output_delay [expr $clk_period * $clk_io_pct] -clock clk0 [all_outputs]
[design.v]
module i2c_dri_m
    #(
      parameter   CLK_FREQ   = 26'd50_000_000,    
      parameter   I2C_FREQ   = 18'd250_000   ,    
      parameter   WIDTH      =  4'd8              
     )(
          input                           clk        ,       
          input                           rst_n      ,       
          input          [ 7:0]           slave_addr ,
          input                           i2c_exec   ,       
          input                           bit_ctrl   ,       
          input                           i2c_rh_wl  ,       
          input          [15:0]           i2c_addr   ,       
          input          [ 7:0]           i2c_data_w ,       
          output    reg  [ 7:0]           i2c_data_r ,       
          output    reg                   i2c_done   ,       
          output    reg                   once_done  ,       
          output    reg                   scl        ,       
          input                           sda_in     ,       
          output    reg                   sda_out    ,
          output    reg                   sda_dir    ,       
          output    reg                   ack        ,       
          input          [WIDTH-1'b1:0]   reg_num    ,       
          output    reg                   dri_clk    ,       
          input          [15:0]            lcd_id
     ) ;
localparam  st_idle     = 8'b0000_0001;           
localparam  st_sladdr   = 8'b0000_0010;           
localparam  st_addr16   = 8'b0000_0100;           
localparam  st_addr8    = 8'b0000_1000;           
localparam  st_data_wr  = 8'b0001_0000;           
localparam  st_addr_rd  = 8'b0010_0000;           
localparam  st_data_rd  = 8'b0100_0000;           
localparam  st_stop     = 8'b1000_0000;           
reg                      st_done     ;            
reg                      wr_flag     ;            
reg    [ 6:0]            cnt         ;            
reg    [ 7:0]            cur_state   ;            
reg    [ 7:0]            next_state  ;            
reg    [15:0]            addr_t      ;            
reg    [ 7:0]            data_r      ;            
reg    [ 7:0]            data_wr_t   ;            
reg    [ 9:0]            clk_cnt     ;            
reg    [WIDTH-1'b1:0]    reg_cnt     ;
reg    [ 7:0]            SLAVE_ADDR  ;
wire   [8:0]  clk_divide             ;            
wire          reg_done                ;
assign  clk_divide =(lcd_id==16'h7016)?250:25;
assign  reg_done = reg_cnt == reg_num ? 1'b1 : 1'b0;
always @(posedge clk or negedge rst_n) begin
    if(rst_n == 1'b0) begin
        dri_clk <=  1'b1;
        clk_cnt <= 10'd0;
    end
    else if(clk_cnt == clk_divide - 1'd1) begin
        clk_cnt <= 10'd0;
        dri_clk <= ~dri_clk;
    end
    else
        clk_cnt <= clk_cnt + 1'b1;
end
always @(posedge dri_clk or negedge rst_n) begin
    if(!rst_n)
        reg_cnt <= 'd0;
    else if(once_done)
        reg_cnt <= reg_cnt + 1'd1;
    else if(i2c_done)
        reg_cnt <= 'd0;   
end
always @(posedge dri_clk or negedge rst_n) begin
    if(rst_n == 1'b0)
        cur_state <= st_idle;
    else
        cur_state <= next_state;
end
always @( * ) begin
    case(cur_state)
        st_idle: begin                             
           if(i2c_exec) begin
               next_state = st_sladdr;
           end
           else
               next_state = st_idle;
        end
        st_sladdr: begin
            if(st_done) begin
                if(!ack) begin
                    if(bit_ctrl)                       
                        next_state = st_addr16;
                    else
                        next_state = st_addr8 ;
                end
                else 
                    next_state = st_stop;    
            end
            else
                next_state = st_sladdr;
        end
        st_addr16: begin                           
            if(st_done) begin
                if(!ack) 
                    next_state = st_addr8;
                else 
                    next_state = st_stop;   
            end
            else
                next_state = st_addr16;
        end
        st_addr8: begin                            
            if(st_done) begin
                if(!ack) begin
                    if(wr_flag==1'b0)                  
                        next_state = st_data_wr;
                    else
                        next_state = st_addr_rd;
                end
                else 
                    next_state = st_stop;   
            end
            else
                next_state = st_addr8;
        end
        st_data_wr: begin                         
            if(st_done) begin
                if(reg_done)
                    next_state = st_stop;
                else
                    next_state = st_data_wr;
            end
            else
                next_state = st_data_wr;
        end
        st_addr_rd: begin                          
            if(st_done) begin
                if(!ack)
                    next_state = st_data_rd;
                else
                    next_state = st_stop;
            end
            else
                next_state = st_addr_rd;
        end
        st_data_rd: begin                         
            if(st_done) begin
                if(reg_done)
                    next_state = st_stop;
                else
                    next_state = st_data_rd;
            end
            else
                next_state = st_data_rd;
        end
        st_stop: begin                            
            if(st_done)
                next_state = st_idle;
            else
                next_state = st_stop ;
        end
        default: next_state= st_idle;
    endcase
end
always @(posedge dri_clk or negedge rst_n) begin
    if(rst_n == 1'b0) begin
        scl        <= 1'b1;
        sda_out    <= 1'b1;
        sda_dir    <= 1'b1;
        i2c_done   <= 1'b0;
        ack        <= 1'b0;
        cnt        <= 1'b0;
        st_done    <= 1'b0;
        once_done  <= 1'b0;
        data_r     <= 1'b0;
        i2c_data_r <= 1'b0;
        wr_flag    <= 1'b0;
        addr_t     <= 1'b0;
        data_wr_t  <= 1'b0;
    end
    else begin
        SLAVE_ADDR <= slave_addr;
        st_done   <= 1'b0 ;
        once_done <= 1'b0;
        cnt       <= cnt +1'b1 ;
        case(cur_state)
             st_idle: begin                        
                scl     <= 1'b1;
                sda_out <= 1'b1;
                sda_dir <= 1'b1;
                i2c_done<= 1'b0;
                cnt     <= 7'b0;
                if(i2c_exec) begin
                    wr_flag   <= i2c_rh_wl ;
                    addr_t    <= i2c_addr  ;
                    data_wr_t <= i2c_data_w;
                end
            end
            st_sladdr: begin                             
                case(cnt)
                    7'd1 : begin
                        sda_dir <= 1'b1 ;
                        sda_out <= 1'b0;              
                    end
                    7'd3 : scl <= 1'b0;
                    7'd4 : sda_out <= SLAVE_ADDR[6];     
                    7'd5 : scl <= 1'b1;
                    7'd7 : scl <= 1'b0;
                    7'd8 : sda_out <= SLAVE_ADDR[5];
                    7'd9 : scl <= 1'b1;
                    7'd11: scl <= 1'b0;
                    7'd12: sda_out <= SLAVE_ADDR[4];
                    7'd13: scl <= 1'b1;
                    7'd15: scl <= 1'b0;
                    7'd16: sda_out <= SLAVE_ADDR[3];
                    7'd17: scl <= 1'b1;
                    7'd19: scl <= 1'b0;
                    7'd20: sda_out <= SLAVE_ADDR[2];
                    7'd21: scl <= 1'b1;
                    7'd23: scl <= 1'b0;
                    7'd24: sda_out <= SLAVE_ADDR[1];
                    7'd25: scl <= 1'b1;
                    7'd27: scl <= 1'b0;
                    7'd28: sda_out <= SLAVE_ADDR[0];
                    7'd29: scl <= 1'b1;
                    7'd31: scl <= 1'b0;
                    7'd32: sda_out <= 1'b0;               
                    7'd33: scl <= 1'b1;
                    7'd35: scl <= 1'b0;
                    7'd36: begin
                        sda_dir <= 1'b0;                  
                        sda_out <= 1'b1;
                    end
                    7'd37: begin 
                        scl <= 1'b1; 
                        ack <= sda_in;
                    end
                    7'd42: st_done <= 1'b1;
                    7'd43: begin  
                        scl <= 1'b0;
                        cnt <= 1'b0;
                    end
                    default :  ;
                endcase
            end
            st_addr16: begin
                case(cnt)
                    7'd0 : begin
                        sda_dir <= 1'b1 ;
                        sda_out <= addr_t[15];            
                    end
                    7'd1 : scl <= 1'b1;
                    7'd3 : scl <= 1'b0;
                    7'd4 : sda_out <= addr_t[14];
                    7'd5 : scl <= 1'b1;
                    7'd7 : scl <= 1'b0;
                    7'd8 : sda_out <= addr_t[13];
                    7'd9 : scl <= 1'b1;
                    7'd11: scl <= 1'b0;
                    7'd12: sda_out <= addr_t[12];
                    7'd13: scl <= 1'b1;
                    7'd15: scl <= 1'b0;
                    7'd16: sda_out <= addr_t[11];
                    7'd17: scl <= 1'b1;
                    7'd19: scl <= 1'b0;
                    7'd20: sda_out <= addr_t[10];
                    7'd21: scl <= 1'b1;
                    7'd23: scl <= 1'b0;
                    7'd24: sda_out <= addr_t[9];
                    7'd25: scl <= 1'b1;
                    7'd27: scl <= 1'b0;
                    7'd28: sda_out <= addr_t[8];
                    7'd29: scl <= 1'b1;
                    7'd31: scl <= 1'b0;
                    7'd32: begin
                        sda_dir <= 1'b0;                  
                        sda_out <= 1'b1;
                    end
                    7'd33:  begin 
                        scl <= 1'b1; 
                        ack <= sda_in;
                    end
                    7'd38: st_done <= 1'b1;
                    7'd39: begin  
                        scl <= 1'b0;
                        cnt <= 1'b0;
                    end
                    default :  ;
                endcase
            end
            st_addr8: begin
                case(cnt)
                    7'd0: begin
                       sda_dir <= 1'b1 ;
                       sda_out <= addr_t[7];             
                    end
                    7'd1 : scl <= 1'b1;
                    7'd3 : scl <= 1'b0;
                    7'd4 : sda_out <= addr_t[6];
                    7'd5 : scl <= 1'b1;
                    7'd7 : scl <= 1'b0;
                    7'd8 : sda_out <= addr_t[5];
                    7'd9 : scl <= 1'b1;
                    7'd11: scl <= 1'b0;
                    7'd12: sda_out <= addr_t[4];
                    7'd13: scl <= 1'b1;
                    7'd15: scl <= 1'b0;
                    7'd16: sda_out <= addr_t[3];
                    7'd17: scl <= 1'b1;
                    7'd19: scl <= 1'b0;
                    7'd20: sda_out <= addr_t[2];
                    7'd21: scl <= 1'b1;
                    7'd23: scl <= 1'b0;
                    7'd24: sda_out <= addr_t[1];
                    7'd25: scl <= 1'b1;
                    7'd27: scl <= 1'b0;
                    7'd28: sda_out <= addr_t[0];
                    7'd29: scl <= 1'b1;
                    7'd31: scl <= 1'b0;
                    7'd32: begin
                        sda_dir <= 1'b0;                 
                        sda_out <= 1'b1;
                    end
                    7'd33:  begin 
                        scl <= 1'b1; 
                        ack <= sda_in;
                    end
                    7'd38: st_done <= 1'b1;
                    7'd39: begin  
                        scl <= 1'b0;
                        cnt <= 1'b0;
                    end
                    default :  ;
                endcase
            end
            st_data_wr: begin                           
                case(cnt)
                    7'd0: begin
                        sda_out <= i2c_data_w[7];         
                        data_wr_t <= i2c_data_w;
                        sda_dir <= 1'b1;
                    end
                    7'd1 : scl <= 1'b1;
                    7'd3 : scl <= 1'b0;
                    7'd4 : sda_out <= data_wr_t[6];
                    7'd5 : scl <= 1'b1;
                    7'd7 : scl <= 1'b0;
                    7'd8 : sda_out <= data_wr_t[5];
                    7'd9 : scl <= 1'b1;
                    7'd11: scl <= 1'b0;
                    7'd12: sda_out <= data_wr_t[4];
                    7'd13: scl <= 1'b1;
                    7'd15: scl <= 1'b0;
                    7'd16: sda_out <= data_wr_t[3];
                    7'd17: scl <= 1'b1;
                    7'd19: scl <= 1'b0;
                    7'd20: sda_out <= data_wr_t[2];
                    7'd21: scl <= 1'b1;
                    7'd23: scl <= 1'b0;
                    7'd24: sda_out <= data_wr_t[1];
                    7'd25: scl <= 1'b1;
                    7'd27: scl <= 1'b0;
                    7'd28: sda_out <= data_wr_t[0];
                    7'd29: scl <= 1'b1;
                    7'd31: scl <= 1'b0;
                    7'd32: begin
                        sda_dir <= 1'b0;                 
                        sda_out <= 1'b1;
                        once_done <= 1'b1;
                    end
                    7'd33:  begin 
                        scl <= 1'b1; 
                        ack <= sda_in;
                    end
                    7'd38: st_done <= 1'b1;
                    7'd39: begin  
                        scl  <= 1'b0;
                        cnt  <= 1'b0;
                    end
                    default  :  ;
                endcase
            end
            st_addr_rd: begin                            
                case(cnt)
                    7'd0 : begin
                        sda_dir <= 1'b1;
                        sda_out <= 1'b1;
                    end
                    7'd1 : scl <= 1'b1;
                    7'd2 : sda_out <= 1'b0;              
                    7'd3 : scl <= 1'b0;
                    7'd4 : sda_out <= SLAVE_ADDR[6];     
                    7'd5 : scl <= 1'b1;
                    7'd7 : scl <= 1'b0;
                    7'd8 : sda_out <= SLAVE_ADDR[5];
                    7'd9 : scl <= 1'b1;
                    7'd11: scl <= 1'b0;
                    7'd12: sda_out <= SLAVE_ADDR[4];
                    7'd13: scl <= 1'b1;
                    7'd15: scl <= 1'b0;
                    7'd16: sda_out <= SLAVE_ADDR[3];
                    7'd17: scl <= 1'b1;
                    7'd19: scl <= 1'b0;
                    7'd20: sda_out <= SLAVE_ADDR[2];
                    7'd21: scl <= 1'b1;
                    7'd23: scl <= 1'b0;
                    7'd24: sda_out <= SLAVE_ADDR[1];
                    7'd25: scl <= 1'b1;
                    7'd27: scl <= 1'b0;
                    7'd28: sda_out <= SLAVE_ADDR[0];
                    7'd29: scl <= 1'b1;
                    7'd31: scl <= 1'b0;
                    7'd32: sda_out <= 1'b1;              
                    7'd33: scl <= 1'b1;
                    7'd35: scl <= 1'b0;
                    7'd36: begin
                        sda_dir <= 1'b0;                 
                        sda_out <= 1'b1;
                    end
                    7'd37:  begin 
                        scl <= 1'b1; 
                        ack <= sda_in;
                    end
                    7'd42: st_done <= 1'b1;
                    7'd43: begin  
                        scl <= 1'b0;
                        cnt <= 1'b0;
                    end
                    default : ;
                endcase
            end
            st_data_rd: begin                           
                case(cnt)
                    7'd0: sda_dir <= 1'b0;
                    7'd1: begin
                        data_r[7] <= sda_in;
                        scl       <= 1'b1;
                    end
                    7'd3: scl  <= 1'b0;
                    7'd5: begin
                        data_r[6] <= sda_in ;
                        scl       <= 1'b1   ;
                    end
                    7'd7: scl  <= 1'b0;
                    7'd9: begin
                        data_r[5] <= sda_in;
                        scl       <= 1'b1  ;
                    end
                    7'd11: scl  <= 1'b0;
                    7'd13: begin
                        data_r[4] <= sda_in;
                        scl       <= 1'b1  ;
                    end
                    7'd15: scl  <= 1'b0;
                    7'd17: begin
                        data_r[3] <= sda_in;
                        scl       <= 1'b1  ;
                    end
                    7'd19: scl  <= 1'b0;
                    7'd21: begin
                        data_r[2] <= sda_in;
                        scl       <= 1'b1  ;
                    end
                    7'd23: scl  <= 1'b0;
                    7'd25: begin
                        data_r[1] <= sda_in;
                        scl       <= 1'b1  ;
                    end
                    7'd27: scl  <= 1'b0;
                    7'd29: begin
                        data_r[0] <= sda_in;
                        scl       <= 1'b1  ;
                    end
                    7'd31: scl  <= 1'b0;
                    7'd32: begin                       
                        if(reg_cnt == reg_cnt - 1'b1) begin
                            sda_dir <= 1'b1;               
                            sda_out <= 1'b1;
                        end
                        else begin
                            sda_dir <= 1'b1;               
                            sda_out <= 1'b0;
                        end
                    end
                    7'd33: begin
                        scl        <= 1'b1;
                        once_done  <= 1'b1;
                        i2c_data_r <= data_r;
                    end
                    7'd38: st_done <= 1'b1;
                    7'd39: begin   
                        scl <= 1'b0;
                        cnt <= 1'b0;    
                    end
                    default  :  ;
                endcase
            end
            st_stop: begin                             
                case(cnt)
                    7'd0: begin
                        sda_dir <= 1'b1;               
                        sda_out <= 1'b0;
                    end
                    7'd1 : scl     <= 1'b1;
                    7'd3 : sda_out <= 1'b1;
                    7'd5: st_done <= 1'b1;
                    7'd6: begin
                        cnt      <= 1'b0;
                        i2c_done <= 1'b1;              
                    end
                    default  : ;
                endcase
            end
        endcase
    end
end
endmodule
[run.sh]
#!/bin/bash
# OpenROAD 26Q1-2900-gdf79404cd8, Yosys 0.63+post, stock flow scripts
make -C /OpenROAD-flow-scripts/flow DESIGN_CONFIG=/design/flow/config.mk WORK_HOME=/design/flow/orfs finish
==> flow_metrics.py <==
# Flow results
metrics = {
    "die": {
        "die_w_um": 98.1,
        "die-area_sq_um": 9620,
        "boundaryPins": 77,
        "initCoreUtil_pct": 52.1,
        "core-area_sq_um": 8850,
        "num_rows": 34,
        "die_h_um": 98.1,
    },
    "global_route": {
        "gr-total-overflow": 0,
        "grt_pass1_vias": 3535,
        "grtUsageTotal_pct": 22.2,
        "grt_pass1_wl_mm": 16.7,
        "antenna_found_initial": 0,
        "grt_max_degree": 79,
    },
    "power_and_ir_drop": {
        "p_seq_share_pct": 37.5,
        "vdd_drop_max_v": 0.000356,
        "power_density_nw_per_um2": 85.1,
        "p_int_uw": 367,
        "swShare_pct": 21.3,
        "p_total_uw": 466,
        "p_sw_uw": 99.3,
        "power.share.clock_pct": 35.0,
        "combPwrFrac_pct": 27.5,
        "leakage_uw": 0.00222,
    },
    "logic_synthesis": {
        "yosys_area_sq_um": 4610,
        "enable_flop_cells": 7,
        "async_flop_share_pct": 92.0,
        "netlist-cell-type-count": 61,
        "flop_cell": "dfrtp_1",
        "synth_warnings": 1,
        "ys_sh_adder_pct": 1.63,
        "synth_xor_xnor_area_share_pct": 4.93,
        "ys_cells": 424,
        "synth-simple-area-share_pct": 17.7,
        "syn_avg_cell_area_sq_um": 10.9,
        "synthAoiAreaFrac_pct": 10.8,
        "syn_area_sq_um": 4610,
        "ys_seq_elements": 88,
        "netlist_logic_family_top": "simple AND/OR/NAND/NOR gates",
        "syn-instance-count": 424,
        "yosysSeqAreaShare_pct": 48.6,
        "mux_share_pct": 13.4,
    },
    "final_timing": {
        "unclocked_regs": 77,
        "grt_setup_unrepaired": "no",
        "fin_crit_ps": 2030,
        "totalNegativeSetupSlack_ps": 0,
        "finalCritPeriodShare_pct": 78.0,
        "finalHoldViolations": 0,
        "finalClockSkew_ps": 3.19,
        "slew-limit-headroom_pct": 44.4,
        "timing.final.ws_setup_ps": 571,
        "untimed_endpoints": 98,
        "worst_pin_slew_ps": 832,
        "max_freq_mhz": 493,
        "setup_violations": 0,
        "final_max_slew_viol_count": 0,
    },
    "clock_tree": {
        "cts_inserted_buffers": 3,
        "cts_resized": 0,
        "clkLatencyLatePin_ps": 230,
        "htree_levels": 1,
        "post_cts_buffers": 0,
        "ctsHoldBuffers": 0,
        "cts_root_buf": "clkbuf_8",
        "cts_tree": "built",
        "cts.clk_slew.worst_paths_ps": 50,
        "ctsLongestPathBuffers": 2,
    },
    "detailed_routing": {
        "wl_per_cell_um": 16.0,
        "drc": 0,
        "vias": 3467,
        "antennaDiodeCount": 0,
        "wl_mm": 9.58,
        "drt-pass1-iter-count": 20,
        "ant_nets": 0,
        "drt-vias-per-instance": 5.81,
        "drtIter0Drc": 195,
    },
    "final_layout": {
        "combGateArea_sq_um": 2230,
        "layout.cells.non_filler": 597,
        "n_fill_cell": 720,
        "regArea_sq_um": 2240,
        "drive_gt1_share_pct": 14.7,
        "final_area_sq_um": 5480,
        "syn_to_final_growth_pct": 18.8,
    },
    "place": {
        "place_area_sq_um": 5440,
        "gp_congestion": 0.933,
        "preCtsSetupSlack_ps": 305,
        "dpl.cell_count": 593,
        "io_buffer_count": 75,
        "hpwl_mm": 7.03,
    },
    "worst_setup_path": {
        "max_stage_delay_ps": 390,
        "path_class": "primary input to flip-flop",
        "slowest_stage": "clkdlybuf4s50_1",
        "crit_buf_inv": 1,
        "arrival_ps": 2190,
        "cp_cell_sequence": "clkdlybuf4s50_1 -> nor4b_1 -> nand4_1 -> o21ai_0 -> and3_1 -> xor2_1",
        "crit_required_ps": 2760,
        "cp_top_family": "simple AND/OR/NAND/NOR gates",
        "cp-start-kind": "primary input",
        "path_max_fanout": 9,
        "worstSetupEndpointType": "flip-flop",
    },
    "outcome": {
        "run_status": "complete, no violations",
    },
    "flow_run": {
        "warnings": 30,
        "cap_viol_max_count": 0,
    },
    "hold_path": {
        "hp-class": "primary input to async pin",
    },
}
==> through the flow <==
stage          hold slack (ps)  utilization (%)
2_1_floorplan              224                -
3_3_place_gp               465             61.5
3_5_place_dp               477             61.5
4_1_cts                    325             62.0
5_1_grt                    351             62.0
6_report                   309             62.0
==> sequential cells by signal, summed over array words and instances (netlist names), 7 cells and up <==
name and flops:
clk_cnt 10, reg_cnt 8, cur_state 8, data_r 8, data_wr_t 7, addr_t 16
SLAVE_ADDR 7, i2c_data_r 8, cnt 7
==> power by group through the flow <==
stage     clock, uW  combinational (uW)  sequential (uW)
5_1_grt         181                 141              174
4_1_cts         167                 132              175
6_report        163                 128              175
==> layout by cell type (no fill, tap or decap), drive strengths merged, types with 8 or more instances in the layout <==
cell type,instances
xnor2,11
nand2b,11
nand2,24
xor2,15
nor2b,9
a31oi,8
a21oi,15
dfrtp,76
mux2,45
o21ai,20
nand3,22
clkdlybuf4s50,74
nor2,33
inv,13
==> area by class of cell <==
cell class	instances	area share, %
Clock buffer	4	0.822
Tap cell	108	2.46
Multi-Input combinational cell	305	40.7
Timing Repair Buffer	79	14.2
Inverter	13	0.890
Sequential cell	88	40.9
==> synth_stat cells, types with 9 or more instances <==
library cell	instances	area share, %
xnor2_1	11	2.1
mux2_2	45	11
nand2_1	24	2.0
nor2_1	33	2.7
nand2b_1	11	1.5
o21ai_0	20	2.2
buf_2	9	0.98
nor2b_1	9	1.2
xor2_1	15	2.8
dfrtp_1	76	41
inv_1	13	1.1
a21oi_1	14	1.5
nand3_1	22	2.4
==> worst paths after layout <==
kind / start / to / slack (ps) / cells after the start
worst max-delay path: lcd_id[0] / dri_clk$_DFFE_PN1N_ / 570 / 6
worst min-delay path: rst_n / clk_cnt[6]$_DFF_PN0_ / 310 / 1
worst max register to register: clk_cnt[0]$_DFF_PN0_ / dri_clk$_DFFE_PN1N_ / 1110 / 5
worst min register to register: clk_cnt[9]$_DFF_PN0_ / clk_cnt[9]$_DFF_PN0_ / 480 / 1
max in group asynchronous: rst_n / clk_cnt[2]$_DFF_PN0_ / 1910 / 1
min in group clk0: clk_cnt[9]$_DFF_PN0_ / clk_cnt[9]$_DFF_PN0_ / 480 / 1
==> logic make-up after synthesis <==
logic type	after synthesis
fa+ha+maj	6
buf+inv	31
xor+xnor	26
mux	51
flops	88
compound gates	73
simple gates	149
==> routing by layer <==
layer	global-route usage, %	vias up	share of wire [%]
met2	34.0	101	46
met1	36.5	1688	48
met5	0	-	0
met3	2.69	10	5.0
li1	-	1668	-
met4	3.61	0	0.62
Power figures rest on the tool's default switching activity, not on a simulated workload.
